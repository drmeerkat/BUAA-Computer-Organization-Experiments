--- /design/flow/run.sh ---
#!/bin/bash
# OpenROAD 26Q1-2900-gdf79404cd8, Yosys 0.63+post, stock flow scripts
make -C /OpenROAD-flow-scripts/flow DESIGN_CONFIG=/design/flow/config.mk WORK_HOME=/design/flow/orfs finish
--- /design/flow/design.v ---
`timescale 1ns / 1ps
module E_Reg(
    input [31:0] IR,
    input [31:0] PC4,
    input [31:0] RS,
    input [31:0] RT,
    input [31:0] SH,
    input [31:0] EXT,
	input Clk,
	input Clr,
	input Reset,
    output [31:0] IR_E,
    output [31:0] PC4_E,
    output [31:0] RS_E,
    output [31:0] RT_E,
    output [31:0] SH_E,
    output [31:0] EXT_E
    );
    reg [31:0] _IR, _PC4, _RS, _RT, _SH, _EXT;
	assign IR_E = _IR;
	assign PC4_E = _PC4;
	assign RS_E = _RS;
	assign RT_E = _RT;
	assign SH_E = _SH;
	assign EXT_E = _EXT;
	always @ (posedge Clk)begin
		if(Clr||Reset)begin
			_IR <= 0;
			_PC4 <= 0;
			_RS <= 0;
			_RT <= 0;
			_SH <= 0;
			_EXT <= 0;
		end
		else begin
			_IR <= IR;
			_PC4 <= PC4;
			_RS <= RS;
			_RT <= RT;
			_SH <= SH;
			_EXT <= EXT;
		end
	end
endmodule
--- /design/flow/config.mk ---
export PLATFORM = sky130hd
export DESIGN_NAME = E_Reg
export DESIGN_NICKNAME = E_Reg
export VERILOG_FILES = /design/flow/design.v
export SDC_FILE = /design/flow/constraint.sdc
export NUM_CORES = 4
export LEC_CHECK = 1
export CORE_AREA = 10 10 210 210
export DIE_AREA = 0 0 220 220
--- /design/flow/constraint.sdc ---
current_design E_Reg

set clk_period 1.0
set clk_io_pct 0.2

create_clock -name clk0 -period $clk_period [get_ports {Clk}]

set non_clock_inputs [all_inputs -no_clocks]
set_input_delay [expr $clk_period * $clk_io_pct] -clock clk0 $non_clock_inputs
set_output_delay [expr $clk_period * $clk_io_pct] -clock clk0 [all_outputs]
==> job_summary.md <==
## PnR job results

| Metric | Value |
|---|---|
| Synthesized area | 6640 um^2 |
| Relative slew slack | 0.755 |
| Number of diodes | 0 |
| Worst path slowest cell | dfxtp_4 |
| Max-slew violations | 0 |
| Vias in the first global route | 5003 |
| CP arrival | 0.92 ns |
| Grt ovf | 0 |
| Port Buf Inserts | 386 |
| DRC Markers | 0 |
| First-pass DRT Iterations | 4 |
| Total track usage | 0.0916 |
| Critical-path maximum fanout | 1 |
| Worst hold path class | in2reg |
| Synth warnings | 1 |
| Post-Layout Cell Count | 1370 |
| Cycle use final | 1.12 |
| Area Overhead vs Synth | 65.4% |
| Final instance area | 11000 um^2 |
| Startpoint Class | register |
| Combinational share of power | 0.117 |
| Pwr dens | 1560 nW/um^2 |
| Synth unique cells | 7 |
| Worst-margin pin slew | 0.367 ns |
| Dpl cells | 1337 |
| Total leakage power | 4.49 nW |
| DP Worst Slack | -0.272 ns |
| WP data required | 0.80 ns |
| Total core area | 39600 um^2 |
| Chip area | 48400 um^2 |
| Worst path max stage delay | 0.39 ns |
| Synthesized area per cell | 15.6 um^2 |
| Seq share, synth | 0.579 |
| Hold Path Sink | _RS[31] |
| Most instantiated logic cells after routing | clkdlybuf4s50_1 (192), nor3b_2 (180), buf_2 (175) |
| Gpl congestion | 0.785 |
| Source of the worst hold timing path | Clr |
| Min-Delay Path Depth | 3 |
| Initial drt markers | 165 |
| I/O Pins | 387 |
| Sequential power share | 0.469 |
| First-pass GRT wire length | 32900 um |
| Post-synthesis instance total | 426 |
| FMAX | 0.891 GHz |
| Hold WS | 0.119 ns |
| Yosys stat chip area | 6640 um^2 |
| Final Hold Viols | 0 |
| RSZ-0062 raised after global routing | true |
| Tmin final | 1.12 ns |
| Antenna violations before repair | 0 |
| CP delay by family, top | flip-flops |
| Element type at the critical path end | primary output |
| Tool Warnings | 27 |
| Crit path buffers/inverters | 1 |
| Crit path from | _EXT[3] |
| Worst-path clk slew | 0.07 ns |
| Max cap viols | 0 |
| Max clock buf depth | 2 |
| Die H | 220 um |
| Setup Crit Path Kind | reg2out |
| Wire length per cell | 16.9 um |
| Fp_density | 0.167 |
| CTS tree | done |
| # Cells Yosys | 426 |
| # H-tree levels | 4 |
| Cts bufs inserted | 17 |
| Status | finished, violations left |
| Largest net degree at the start of global routing | 28 |
| Post-route ant nets | 0 |
| Core Util, Final | 0.277 |
| CP Cell Sequence | buf_6 |
| Sw Share | 0.237 |
| Via count | 4633 |
| Switching pwr | 4.07 mW |
| Routed wire length | 23100 um |
| Vias per inst | 3.38 |
| Most used logic cell in the final layout | clkdlybuf4s50_1 |
| CTS sink count | 192 |
| Setup ws final | -0.123 ns |
| VDD IR max | 1.17 mV |
| Root buffer cell | clkbuf_16 |
| Final setup vio count | 192 |
| Row count | 73 |
| Setup bufs post-CTS | 0 |
| Die width | 220 um |
| DP HPWL | 18100 um |
| Layout cells sized above 1 | 0.582 |
| Failing checks | setup timing |
| Clock network fraction of total power | 0.414 |
| Internal power | 13.1 mW |
| Placed inst area | 11200 um^2 |
| Yosys reg bits | 192 |
[sequential cells by signal (all words and copies together), names as in the netlist]
name,cells
_EXT,32
_IR,32
_PC4,32
_RS,32
_RT,32
_SH,32
[stage by stage]
stage               total power [mW]  setup TNS [ns]
finish                          17.1           -8.43
global route                    18.0          -20.86
CTS                             17.5          -18.11
detailed placement              10.5           -2.07
global placement                10.5           -2.15
floorplan                       8.94               0
[repair_timing]
action | CTS | global route
hold buffers | 1 | 0
hold endpoints to repair | 3 | 0
pin swaps | 0 | 0
resized | 682 | 24
setup endpoints to repair | 192 | 192
gates cloned | 0 | 0
[per-layer routing]
metal  share of wire  track usage  vias up
met5               0            0        -
met4          0.0086      0.00753        0
met3            0.15       0.0573       12
met2            0.47        0.151      251
met1            0.37        0.103     2108
li1                -            -     2262
[area by class of cell]
| cell class | count | area, um^2 |
|---|---|---|
| multi-input cells | 192 | 2340 |
| well taps | 525 | 657 |
| fillers | 4108 | 28700 |
| clock inverters | 15 | 179 |
| flip-flops and latches | 192 | 3910 |
| clock buffers | 17 | 425 |
| repair buffers | 429 | 3470 |
[worst max path at each step]
stage	to	slack, ns	cells past startpoint
finish	EXT_E[3]	-0.12	1
global route	EXT_E[3]	-0.21	1
CTS	EXT_E[3]	-0.20	1
[cell usage after synthesis]
library cell | number | area [um^2]
dfxtp_1 | 192 | 3840
clkbuf_1 | 1 | 3.75
buf_6 | 38 | 428
nor3b_2 | 180 | 2250
buf_4 | 2 | 15.0
nor3b_1 | 12 | 90.1
buf_2 | 1 | 5.00
[power groups by stage]
stage         Clock (mW)  Combinational (mW)  Sequential [mW]
global route        7.71                2.18             8.07
finish              7.10                2.01             8.04
CTS                 7.43                2.04             8.04
[cells by family (layout without fill, tap and decap cells)]
group                  after synthesis  count (layout)  share of synthesized area
buffers and inverters               42             461                     0.0680
and+or+nand+nor                    192             192                      0.353
DFF                                192             192                      0.579
No activity file was given, so power comes from the tool's default toggle rates.
