===== design/flow/design.v =====
`timescale 1ns / 1ps
module controla(
	input [31:0] ins,
	input Eq,
	input Neq,
	input lz,
	input Ltz,
	input Lez,
	input Gtz,
	input Gez,
	input [1:0] stage,  
	input [31:0] ALUout,
	input [31:0] Shift,
	input [31:0] PC8,
	output [3:0] MDU_ctrl,
	output start,
	output mdu_out_ctrl,
    output Uout_ctrl,
	output [2:0] NPC_ctrl,
	output RegDst,
	output RegDst_2,
	output [1:0] grf_WDsrc,
	output RegWr,
	output EXT_ZS,
	output ALUsrc,
	output [4:0] ALUOp,
	output MemWr,
	output Cal_r,
	output Cal_i,
	output ld,
	output st,
	output beq,
	output j,
	output jal,
	output jr,
	output jialc,
	output sl,
	output lui,
	output md,
	output mf,
	output mt,
	output jalr,
	output [31:0] WrData_M,
	output generated,
	output [4:0] WrReg,
	output [4:0] ReReg1,
	output [4:0] ReReg2
    );
	wire [5:0] Op, Funct;
	assign Op = ins[31:26];
	assign Funct = ins[5:0];
	assign Cal_r = (Op == 6'b000000&&Funct == 6'b100001)||(Op == 6'b000000&&Funct == 6'b100011)||(Op == 6'b000000&&Funct == 6'b100000)||(Op == 6'b000000&&Funct == 6'b100010)||(Op == 6'b000000&&Funct == 6'b100100)||(Op == 6'b000000&&Funct == 6'b100101)||(Op == 6'b000000&&Funct == 6'b100110)||(Op == 6'b000000&&Funct == 6'b000111)||(Op == 6'b000000&&Funct == 6'b000100)||(Op == 6'b000000&&Funct == 6'b000110)||(Op == 6'b000000&&Funct == 6'b100111)||(Op == 6'b000000&&Funct == 6'b101010)||(Op == 6'b000000&&Funct == 6'b101011); 
	assign Cal_i = (Op == 6'b001101)||(Op == 6'b001010)||(Op == 6'b001000)||(Op == 6'b001001)||(Op == 6'b001100)||(Op == 6'b001110)||(Op == 6'b001010)||(Op == 6'b001011); 
	assign ld  = (Op == 6'b100011)||(Op == 6'b100001)||(Op == 6'b100101)||(Op == 6'b100000)||(Op == 6'b100100);            
	assign st  = (Op == 6'b101011)||(Op == 6'b101001)||(Op == 6'b101000)||(Op == 6'b011111); 
	assign jr  = (Op == 6'b000000&&Funct == 6'b001000);       
	assign jal = (Op == 6'b000011);
	assign jalr = (Op == 6'b000000&&Funct == 6'b001001);
	assign jialc = (Op == 6'b111110);
	assign beq = (Op == 6'b000100)||(Op == 6'b000101)||(Op == 6'b000001&&ins[20:16] == 5'b00000)||(Op == 6'b000110)||(Op == 6'b000111)||(Op == 6'b000001&&ins[20:16] == 5'b00001);
	assign sl = (Op == 6'b000000&&Funct == 6'b000000&&ins != 32'b0)||(Op == 6'b000000&&Funct == 6'b000010)||(Op == 6'b000000&&Funct == 6'b000011);
	assign lui = (Op == 6'b001111);
	assign md = (Op == 6'b000000&&Funct == 6'b011000)||(Op == 6'b000000&&Funct == 6'b011001)||(Op == 6'b000000&&Funct == 6'b011010)||(Op == 6'b000000&&Funct == 6'b011011)||(Op == 6'b011100);
	assign mf = (Op == 6'b000000&&Funct == 6'b010000)||(Op == 6'b000000&&Funct == 6'b010010);
	assign mt = (Op == 6'b000000&&Funct == 6'b010001)||(Op == 6'b000000&&Funct == 6'b010011);
	assign generated = (stage == 2'b10&&(Cal_r||Cal_i||jal||jalr||sl||lui||mf||jialc))||(stage == 2'b11&&(ld||Cal_r||Cal_i||jal||jalr||sl||lui||mf||jialc)); 
	assign ReReg1 = (stage == 2'b00&&(jr||beq||jalr))||(stage == 2'b01&&(Cal_r||ld||st||Cal_i||mt||md))? ins[25:21]: stage == 2'b00&&jr? 5'h1f:0;
	assign ReReg2 = ((stage == 2'b00&&(beq||jialc))||(stage == 2'b01&&(Cal_r||st||sl||md))||(stage == 2'b10&&(st)))? ins[20:16]:0;
	assign WrReg = (Cal_r||sl||mf||jalr)? ins[15:11]:
				   (Cal_i||ld||lui)? ins[20:16]:
				   5'h1f;
	assign WrData_M =  lui? Shift: 
					   (jal||jalr||jialc)? PC8: 
					   ALUout;
	assign NPC_ctrl = (((Op == 6'b000100)&&Eq)||((Op == 6'b000101)&&Neq)||((Op == 6'b000001&&ins[20:16] == 5'b00000)&&Ltz)||((Op == 6'b000110)&&Lez)||((Op == 6'b000111)&&Gtz)||((Op == 6'b000001&&ins[20:16] == 5'b00001)&&Gez))? 3'b001
					 :((Op == 6'b000000&&Funct == 6'b001000)||(Op == 6'b000000&&Funct == 6'b001001))? 3'b010
					 :((Op == 6'b000011)||(Op == 6'b000010))? 3'b011
					 :((Op == 6'b111110))? 3'b100
					 :3'b000;
	assign start = md;
	assign mdu_out_ctrl = (Op == 6'b000000&&Funct == 6'b010010);    
    assign Uout_ctrl = mf;          
	assign MDU_ctrl = ((Op == 6'b000000&&Funct == 6'b011000))?   4'b0000:((Op == 6'b000000&&Funct == 6'b011001))? 4'b0001
					 :((Op == 6'b000000&&Funct == 6'b011010))?    4'b0010:((Op == 6'b000000&&Funct == 6'b011011))?  4'b0011
					 :((Op == 6'b000000&&Funct == 6'b010000))?   4'b0100:((Op == 6'b000000&&Funct == 6'b010010))?  4'b0101
					 :((Op == 6'b000000&&Funct == 6'b010001))?   4'b0110:((Op == 6'b000000&&Funct == 6'b010011))?  4'b0111
					 :((Op == 6'b011100))? 4'b1000:
					 4'b1001;         
	reg [12:0] signal;
	assign {RegDst, RegDst_2, grf_WDsrc, RegWr, EXT_ZS, ALUsrc, ALUOp, MemWr} = signal;
	always @ * begin
		case(Op)
			6'b000000: begin
						case (Funct)
							6'b100001: signal <= 13'b0000100_000000;
							6'b100000: signal <= 13'b0000100_000000;
							6'b100011: signal <= 13'b0000100_000010;
							6'b100010: signal <= 13'b0000100_000010;
							6'b010000: signal <= 13'b0000100_000000;
							6'b010010: signal <= 13'b0000100_000000;
							6'b100100: signal <= 13'b0000100_001100;
						    6'b100101: signal <= 13'b0000100_000110;
							6'b100110: signal <= 13'b0000100_001110;
						    6'b000000: begin
								if (ins != 32'b0)
									signal <= 13'b0000100_001000;
								else
									signal <= 13'b0000000_000000;
							end
						    6'b000010: signal <= 13'b0000100_001010;
							6'b001000: signal <= 13'b0000000_000000;
							6'b001001: signal <= 13'b0011100_000000;
							6'b000011: signal <= 13'b0000100_010000;
							6'b000111: signal <= 13'b0000100_010010;
							6'b000100: signal <= 13'b0000100_010100;
							6'b000110: signal <= 13'b0000100_010110;
							6'b101010: signal <= 13'b0000100_000100;
							6'b101011: signal <= 13'b0000100_011010;
							6'b100111: signal <= 13'b0000100_011000;
							default: signal <= 13'b0000000_000000;
						endcase
					   end
			6'b001000: signal <= 13'b1000111_000000;
			6'b001001: signal <= 13'b1000111_000000;
			6'b001101: signal <= 13'b1000101_000110;
			6'b100011: signal <= 13'b1001111_000000;
			6'b100001: signal <= 13'b1001111_000000;
			6'b100101: signal <= 13'b1001111_000000;
			6'b100000: signal <= 13'b1001111_000000;
			6'b100100: signal <= 13'b1001111_000000;
			6'b101011: signal <= 13'b0000011_000001;
			6'b101001: signal <= 13'b0000011_000001;
			6'b101000: signal <= 13'b0000011_000001;	
			6'b000100: signal <= 13'b0000010_000000;
		    6'b000101: signal <= 13'b0000000_000000;
			6'b001111: signal <= 13'b1010100_000000;
			6'b000011: signal <= 13'b0111100_000000;
			6'b000010: signal <= 13'b0000000_000000;
			6'b001010: signal <= 13'b1000111_000100;
			6'b001011: signal <= 13'b1000111_011010;
			6'b001100: signal <= 13'b1000101_001100;
			6'b001110: signal <= 13'b1000101_001110;
			6'b000001: signal <= 13'b0000000_000000;
			6'b000110: signal <= 13'b0000000_000000;
			6'b000111: signal <= 13'b0000000_000000;
			6'b000001: signal <= 13'b0100100_000100;
			6'b111110: signal <= 13'b0111100_000000;
			6'b011111: signal <= 13'b0000011_011101;
			default: signal <= 13'b0000000_000000;
		endcase
	end
endmodule

===== design/flow/constraint.sdc =====
current_design controla

set clk_period 6.0
set clk_io_pct 0.2

create_clock -name clk0 -period $clk_period

set non_clock_inputs [all_inputs -no_clocks]
set_input_delay [expr $clk_period * $clk_io_pct] -clock clk0 $non_clock_inputs
set_output_delay [expr $clk_period * $clk_io_pct] -clock clk0 [all_outputs]

===== design/flow/config.mk =====
export PLATFORM = sky130hd
export DESIGN_NAME = controla
export DESIGN_NICKNAME = controla
export VERILOG_FILES = /design/flow/design.v
export SDC_FILE = /design/flow/constraint.sdc
export NUM_CORES = 4
export LEC_CHECK = 1
export CORE_AREA = 10 10 107 107
export DIE_AREA = 0 0 117 117

===== design/flow/run.sh =====
#!/bin/bash
# OpenROAD 26Q1-2900-gdf79404cd8, Yosys 0.63+post, stock flow scripts
make -C /OpenROAD-flow-scripts/flow DESIGN_CONFIG=/design/flow/config.mk WORK_HOME=/design/flow/orfs finish

==> impl_metrics.tcl <==
# collected from the flow reports
set metrics [dict create \
    area_growth_syn_to_layout_pct 117 \
    detail_route.wl_per_cell_um 18.2 \
    worst_setup_path_end_kind "primary output" \
    maxSlewViolCount 0 \
    finalWorstPathRequiredPeriod_ns 5.43 \
    status "finished clean" \
    grt_overflow 0 \
    post-place-cells 631 \
    max_cap_violations 0 \
    core-area_um2 9200 \
    worst_hold_path.endpoint "WrData_M[5]" \
    drt_wl_total_um 11500 \
    setup-tns-final_ns 0 \
    cp_slowest_stage_delay_ns 0.66 \
    die-width_um 117 \
    finalSetupViolations 0 \
    tightest_slew_ns 0.664 \
    ctsResizeCount 0 \
    synth.distinct_cells 57 \
    rsz0062_at_grt "false" \
    antenna_violations_before_repair 0 \
    drc_errors 0 \
    num_rows 35 \
    buffers_on_ports 220 \
    cells_yosys 321 \
    path_class "primary input to primary output" \
    antenna_cells_inserted 0 \
    die-area_um2 13700 \
    syn-cell-area_um2 1960 \
    critical_path.cell_chain "clkdlybuf4s50_1 > nor4_4 > nand4_1 > o311a_1 > o41ai_4 > o22a_1 > clkdlybuf4s50_1" \
    required_ns 4.80 \
    max_freq_mhz 184 \
    power_leakage_nw 1.41 \
    synth_sequential_area_ratio_pct 0 \
    timing.slew.headroom_pct 55.4 \
    postRouteAntennaNets 0 \
    grt_pass1_wl_um 16600 \
    post_cts_hold_buffer_count 0 \
    floorplan.initialDensity_pct 21.3 \
    hold_path.startpoint "Shift[5]" \
    dpl.hpwl_um 10100 \
    peakVddDrop_mv 0.0261 \
    post_route_cells_drive_above_1_share_pct 4.62 \
    path_max_fanout 11 \
    report.final.hold_viol_count 0 \
    yosys.stat.chipArea_um2 1960 \
    grtUsageTotal_pct 15.3 \
    critical-path-top-cell-by-count "clkdlybuf4s50_1" \
    hold_path_depth 4 \
    power.density_nw_per_um2 55.2 \
    max_stage_delay_cell_worst_path "clkdlybuf4s50_1" \
    die_h_um 117 \
    setup_repair_bufs_after_cts 0 \
    drt_pass1_iterations 4 \
    final-seq-area_um2 0 \
    openroad.warnings 33 \
    via_per_inst 4.98 \
    via_count 3144 \
    first_iter_violations 158 \
    post_synth.cell_area_avg_um2 6.10 \
    grt_pass1_vias 3130 \
    hold_class "primary input to primary output" \
    n_clock_buffer 0 \
    critical_path.startpoint "ins[26]" \
    yosysWarningCount 2 \
    finish.utilization_pct 46.2 \
    layout.cells.non_filler 631 \
    worstSetupStartpointType "primary input" \
    top_level_ports 223 \
    grt_start_max_net_pins 67 \
    layout.sequential_cells 0 \
    place.gp.congestion 0.894 \
    post-route-period-util_pct 90.5 \
    synthesis.instances 321 \
    critPathArrivalTime_ns 4.23 \
]
-- metrics by stage --
stage,hold WS (ns),worst slack (ns),area [um^2],power (mW)
floorplan,2.45,2.01,1960,0.0731
global placement,3.31,0.578,4250,0.235
detailed placement,3.32,0.531,4250,0.235
CTS,3.32,0.538,4250,0.237
global route,3.34,0.351,4250,0.254
finish,3.31,0.567,4250,0.234
-- where the power goes --
part	internal, mW	switching [mW]	leakage (nW)
combinational	0.153	0.0816	1.41
sequential	0	0	0
clock	0	0	0
total	0.153	0.0816	1.41
-- cells in the final DEF, fill, tap and decap left out, types with 8 or more instances in the layout --
| cell type | Yosys | layout |
|---|---|---|
| a21oi_1 | 15 | 15 |
| o21ai_0 | 31 | 31 |
| nor2_1 | 21 | 21 |
| inv_1 | 8 | 8 |
| clkdlybuf4s50_1 | 0 | 220 |
| buf_4 | 9 | 9 |
| mux2i_1 | 33 | 33 |
| nor3_1 | 12 | 12 |
| o22ai_1 | 13 | 13 |
| nand2_1 | 60 | 60 |
-- final cells by class --
cell class	instances	area, um^2
inverters	8	30.0
fillers	919	4950
repair buffers	231	2310
multi-input cells	281	1770
well taps	111	139
-- synth_stat cells (2+ instances only) --
library cell  count  area share [%]
buf_2             4             1.0
nor4_1            7             2.2
o21ai_1           7             1.8
nand3_1           4             1.0
and2_1            2            0.64
o21ai_0          31             7.9
buf_1             3            0.58
clkbuf_1         16             3.1
mux2i_1          33              17
a211oi_1          2            0.77
nand2_1          60              12
o22a_1            6             2.7
o21bai_1          3             1.2
nor2_1           21             4.0
nor2b_1           2            0.64
nor3_1           12             3.1
nand2b_1          7             2.2
a31oi_1           5             1.6
mux2_2            2             1.2
and3_1            3            0.96
or4_1             2            0.77
nand4_1           2            0.64
inv_1             8             1.5
a21oi_1          15             3.8
o22ai_1          13             4.2
buf_4             9             3.5
xor2_1            2            0.90
or2_2             4             1.3
o31ai_1           3             1.2
nor4b_1           6             2.7
-- worst max path at each step --
stage,to,slack (ns),cells past startpoint
4_1_cts,WrData_M[10],0.54,8
5_1_grt,ReReg1[1],0.35,8
6_report,WrReg[0],0.57,7
-- worst max-delay path: cells and delay by family --
kind                   cells  cell delay [ns]
AOI/OAI and AO/OA          3             1.21
buffers and inverters      2             1.13
and+or+nand+nor            2             0.68
-- cell families (layout without fill, tap and decap cells) --
kind of cell	after synthesis	in the layout	share of synthesized area, %
AND-OR/OR-AND	100	100	33.3
XOR/XNOR	3	3	1.34
buffers and inverters	41	239	10.2
multiplexers	36	36	19.2
other	1	2	0.192
AND/OR/NAND/NOR	140	140	35.7
-- layer usage --
metal	part of all wire [%]	vias to the layer above	track usage [%]
met4	0.73	0	1.15
li1	-	1586	-
met2	51	157	27.9
met5	0	-	0
met3	13	6	6.19
met1	36	1395	16.8
Power and IR drop assume default switching activity.
