==> /design/flow/design.v <==
`timescale 1ns / 1ps
module alu(
    input [31:0] A,
    input [31:0] B,
    output [31:0] Out,
    input [2:0] ALUOp,
	input [4:0] sa
    );
	wire [31:0] temp1,temp2,temp3,temp4,temp5,temp6,temp7,temp8;
	reg [31:0] C;
	assign Out = C;
	assign temp1 = A+B;
	assign temp2 = A-B;
	assign temp3 = (A[31] > B[31])||((A[31] == B[31])&&(A < B));   
	assign temp4 = A|B;
	assign temp5 = B << sa;
	assign temp6 = B >> sa;
	assign temp7 = A&B;
	assign temp8 = A^B;
	always @(ALUOp, temp1, temp2, temp3, temp4, temp5, temp6, temp7, temp8) 
      case (ALUOp)
         3'b000: C = temp1;
         3'b001: C = temp2;
         3'b010: C = temp3;
         3'b011: C = temp4;
		 3'b100: C = temp5;
		 3'b101: C = temp6;
		 3'b110: C = temp7;
		 3'b111: C = temp8;
      endcase
endmodule
==> /design/flow/run.sh <==
#!/bin/bash
# OpenROAD 26Q1-2900-gdf79404cd8, Yosys 0.63+post, stock flow scripts
make -C /OpenROAD-flow-scripts/flow DESIGN_CONFIG=/design/flow/config.mk WORK_HOME=/design/flow/orfs finish
==> /design/flow/config.mk <==
export PLATFORM = sky130hd
export DESIGN_NAME = alu
export DESIGN_NICKNAME = alu
export VERILOG_FILES = /design/flow/design.v
export SDC_FILE = /design/flow/constraint.sdc
export NUM_CORES = 4
export LEC_CHECK = 1
export CORE_UTILIZATION = 30
==> /design/flow/constraint.sdc <==
current_design alu

set clk_period 13.1
set clk_io_pct 0.2

create_clock -name clk0 -period $clk_period

set non_clock_inputs [all_inputs -no_clocks]
set_input_delay [expr $clk_period * $clk_io_pct] -clock clk0 $non_clock_inputs
set_output_delay [expr $clk_period * $clk_io_pct] -clock clk0 [all_outputs]
==> qor.csv <==
metric;value;unit
wire_per_inst;23.6;um
avgSynthCellArea;6.64;sq um
final_core_util;35.2;%
totalWireLength;39.1;mm
dieWidth;169;um
antenna_found_initial;0;
initialDrtViolationCount;992;
numPortBuffers;104;
endpoint_kind;output port;
core_area;0.0271;sq mm
slowest_stage;clkdlybuf4s50_1;
ys_seq_share;0;%
tightest_slew;0.848;ns
io_pins;104;
cp_num_buf_inv;3;
grt_pass1_wl;58.9;mm
path_max_fanout;9;
cp_common_cell;clkdlybuf4s50_1;
max_cap_viol_count;0;
dr_wl_met2;17.7;mm
drc;0;
nFillCells;2938;
crit_chain;clkdlybuf4s50_1 > inv_1 > ha_1 > and4_1 > nand3_1 > a21oi_1 > o21ai_2 > a31oi_1 > a21o_1 > a211oi_2 > a2111oi_0 > a311o_1 > clkdlybuf4s50_1;
nClkBuffers;0;
p_sw;0.000269;W
dp_cells;1654;
power-per-cell-area;46.8;mW/mm^2
synth.distinct_cells;81;
worstPathArrival;6.73;ns
grt_max_degree;61;
hold_path_depth;5;
wl_met3;2.90;mm
tns;0;ns
stdcell_count;1655;
tool_warnings;96;
hpwlAfterDp;31.1;mm
synth_cells;1257;
vias;9719;
fp.dieH;169;um
ys_warn_count;1;
min_path_type;in2out;
cts_hold_buffers;0;
rows;60;
hold_viol_final;0;
gp_congestion;1.03;
ir_worst_vdd;0.0000199;V
p_int;0.000177;W
comb_area;0.00757;sq mm
synth_stat.cells;1257;
drt-met1-wl;17.1;mm
mappedNetlistArea;0.00835;sq mm
status;completed;
max_freq;107;MHz
design_area;0.00954;sq mm
slowest_delay;0.72;ns
worstPathRequired;10.48;ns
power_leakage;3.96;nW
fin_crit_sh;71.4;%
placed_area;0.00954;sq mm
path_depth;13;
final_max_slew_viol_count;0;
hold-worst-slack;6.35;ns
regArea;0;sq um
fp-utilization;30.8;%
start_kind;input port;
period_needed;9.35;ns
ctsResizeCount;0;
ant_nets;0;
area_growth;14.3;%
route.top_layer_used;met4;
switching_share;60.3;%
drt-vias-per-instance;5.87;
setup_viol;0;
seq_cell_count;0;
yosys_area;0.00835;sq mm
critPathKind;in2out;
grt-ovfl-total;0;
worst_path_dominant_cell_family;AND-OR/OR-AND gates;
grt_pass1_vias;9360;
drt_pass1_iterations;7;
layout-drive-gt1-share;8.35;%
timing.slew.headroom;42.9;%
rsz0062_at_grt;no;
grtUsageTotal;27.8;%
cts_setup_buffers;0;
dieArea;0.0285;sq mm
metal layers:
metal  vias to the layer above  GRT usage, %
met1                      4523          38.5
met2                       485          45.1
met3                        70          3.21
met5                         -             0
met4                         0          8.89
li1                       4641             -
path summary, 6_finish.rpt:
check / from / to / slack [ns]
worst min-delay path: ALUOp[0] / Out[0] / 6.35
worst max-delay path: B[8] / Out[28] / 3.75
cell type report:
type                       count  share of cell area (%)
tap                          372                    4.88
multi-input combinational   1063                    79.3
antenna                        1                  0.0262
inverter                      99                    3.89
timing repair buffer         120                    11.9
per-stage QoR:
step	total power, W	setup slack (ns)
floorplan	0.000271	5.64
global placement	0.000439	3.75
detailed placement	0.000437	3.76
CTS	0.000439	3.76
global route	0.000482	3.55
finish	0.000447	3.75
logic make-up (layout without fill, tap and decap cells):
kind of cell / after synthesis / after routing / share of synthesized area [%]
buffers and inverters: 194 / 219 / 9.47
other: 0 / 1 / 0
adders and majority gates: 98 / 98 / 14.9
AOI/OAI and AO/OA: 441 / 441 / 35.2
xor gates and xnor gates: 24 / 24 / 2.52
muxes: 104 / 104 / 16.4
and+or+nand+nor: 396 / 396 / 21.5
worst min-delay path: stages:
cell             delay, ns
buf_2                 0.44
nor4_1                0.12
nand3_1               0.07
o21ai_1               0.07
clkdlybuf4s50_1       0.40
Yosys cell counts, drive strengths merged (16+ instances only):
cell type | number | share of area, %
xnor2 | 21 | 2.2
o21ai | 134 | 8.1
a21o | 16 | 1.4
nor2 | 139 | 6.3
buf | 44 | 2.7
nand2 | 126 | 5.7
a211oi | 17 | 1.6
nor2b | 17 | 1.3
mux4 | 23 | 6.2
mux2 | 32 | 4.3
nand2b | 18 | 1.3
mux2i | 49 | 5.9
a21oi | 103 | 6.2
o211ai | 26 | 2.4
nor3 | 27 | 1.9
ha | 96 | 14
nand3 | 21 | 1.3
inv | 98 | 4.4
clkbuf | 51 | 2.3
power by group through the flow:
stage / clock (W) / sequential (W) / combinational, W
after global routing: 0 / 0 / 0.000482
after CTS: 0 / 0 / 0.000439
placed cells by master (no fill, tap or decap), types with 25 or more instances in the layout:
cell type	count
mux2i_1	49
nor2_1	139
o21ai_0	126
ha_1	96
o211ai_1	25
nand2_1	126
clkdlybuf4s50_1	99
a21oi_1	102
inv_1	98
mux2_2	32
No activity file was given, so power comes from the tool's default toggle rates.
